--- /design/flow/config.mk ---
export PLATFORM = sky130hd
export DESIGN_NAME = DT
export DESIGN_NICKNAME = DT
export VERILOG_FILES = /design/flow/design.v
export SDC_FILE = /design/flow/constraint.sdc
export NUM_CORES = 4
export LEC_CHECK = 1
export CORE_UTILIZATION = 50
--- /design/flow/run.sh ---
#!/bin/bash
# OpenROAD 26Q1-2900-gdf79404cd8, Yosys 0.63+post, stock flow scripts
make -C /OpenROAD-flow-scripts/flow DESIGN_CONFIG=/design/flow/config.mk WORK_HOME=/design/flow/orfs finish
--- /design/flow/design.v ---
module ctrl(
        input                   clk,
        input                   reset,
        input                   init_en_2,
        input                   init_done,
        input                   for_load_done,
        input                   for_done,
        input                   for_op_done,
        input                   back_load_done,
        input                   back_done,
        output reg              init_en,
        output reg              for_en,
        output reg              for_load_en,
        output reg              back_en,
        output reg              back_load_en,
        output reg              sti_rd,
        output reg              res_wr,
        output reg              res_rd
        );
        parameter IDLE = 3'b000,  INIT = 3'b001, LOAD = 3'b010, FOR = 3'b011, BACK = 3'b100;
        reg [2:0] cstate, nstate;
        always@(posedge clk)begin
                if(!reset)
                        cstate <= 3'b0;
                else
                        cstate <= nstate;
        end
        always@*begin
                case(cstate)
                        IDLE:begin
                                if(!reset) nstate = IDLE;
                                else nstate = INIT;
                        end
                        INIT:begin
                                if(init_done)
                                        nstate = LOAD;
                                else
                                        nstate = INIT;
                        end
                        LOAD:begin
                                if(for_load_done)
                                        nstate = FOR;
                                else if(back_load_done)
                                        nstate = BACK;
                                else
                                        nstate = LOAD;
                        end
                        FOR:begin
                                if(for_done)
                                        nstate = LOAD;
                                else
                                        nstate = FOR;
                        end
                        BACK:begin
                                if(back_done)
                                        nstate = LOAD;
                                else
                                        nstate = BACK;
                        end
                        default: nstate = IDLE;
                endcase
        end
        always@*begin
                case(cstate)
                        IDLE:begin
                                init_en = 1'b0;
                                for_load_en = 1'b0;
                                for_en = 1'b0;
                                back_load_en = 1'b0;
                                back_en = 1'b0;
                                sti_rd = 1'b0;
                                res_wr = 1'b0;
                                res_rd = 1'b0;
                        end
                        INIT:begin
                                init_en = 1'b1;
                                for_load_en = 1'b0;
                                for_en = 1'b0;
                                back_load_en = 1'b0;
                                back_en = 1'b0;
                                sti_rd = 1'b1;   
                                res_wr = init_en_2;
                                res_rd = 1'b0;
                        end
                        LOAD:begin
                                init_en = 1'b0;
                                for_load_en = (!for_op_done);
                                for_en = 1'b0;
                                back_load_en = for_op_done;
                                back_en = 1'b0;
                                sti_rd = 1'b0;
                                res_wr = 1'b0;
                                res_rd = 1'b1;
                        end
                        FOR:begin
                                init_en = 1'b0;
                                for_load_en = 1'b1;
                                for_en = 1'b1;
                                back_load_en = 1'b0;
                                back_en = 1'b0;
                                sti_rd = 1'b0;
                                res_wr = 1'b1;
                                res_rd = 1'b0;
                        end
                        BACK:begin
                                init_en = 1'b0;
                                for_load_en = 1'b0;
                                for_en = 1'b0;
                                back_load_en = 1'b1;
                                back_en = 1'b1;
                                sti_rd = 1'b0;
                                res_wr = 1'b1;
                                res_rd = 1'b0;
                        end
                        default:begin
                                init_en = 1'b0;
                                for_load_en = 1'b0;
                                for_en = 1'b0;
                                back_load_en = 1'b0;
                                back_en = 1'b0;
                                sti_rd = 1'b0;
                                res_wr = 1'b0;
                                res_rd = 1'b0;
                        end
                endcase
        end
endmodule
module init(
        input                   clk,
        input                   reset,
        input                   init_en,
        input                   for_en,
        output  reg             init_en_2,
        output                  init_done,
        output  reg     [9:0]   sti_addr ,
        input           [15:0]  sti_di,
        output  reg     [13:0]  res_addr_init ,
        output  reg     [7:0]   res_do_init
        );
        reg [9:0]       cnt_sti;   
        reg [3:0]       cnt_ini;   
        reg [13:0]      cnt_res;   
        reg [7:0]       sti_tmp15;
        wire [9:0]      sti_addr_tmp;
        assign  init_done = (cnt_res == 14'h3FFF);
        always@(posedge clk)begin
                if(!reset)
                        cnt_ini <= 4'd15;
                else if(init_en)
                        cnt_ini <= cnt_ini - 1;   
        end
        always@(posedge clk)begin
                if(!reset)
                        cnt_sti <= 10'b0;
                else if(init_en && (cnt_ini == 4'd0))
                        cnt_sti <= cnt_sti + 1;
        end
        always@*begin
                if(init_en)
                        sti_addr = cnt_sti;
                else
                        sti_addr = 10'd0;
        end
        always@(posedge clk)begin
                if(init_en)
                        sti_tmp15 <= {6'b0, sti_di[0]};
        end
        always@(posedge clk)begin
                init_en_2 <= init_en;
        end
        always@(posedge clk)begin
                if(!reset)
                        cnt_res <= 14'b0;
                else if(init_en_2)
                        cnt_res <= cnt_res + 1;
        end
        always@*begin
                res_addr_init = cnt_res;
        end
        assign sti_addr_tmp = cnt_ini+1;
        always@*begin
                if(init_en_2)begin
                        if(cnt_ini == 4'hF)
                                res_do_init = 8'h00 | sti_tmp15;   
                        else
                                res_do_init = 8'h00 | {7'b0, sti_di[sti_addr_tmp]};   
                end
                else
                        res_do_init = 8'h00;
        end
endmodule
module forward(
        input                   clk,
        input                   reset,
        input                   for_load_en,
        input                   for_en,
        output                  for_load_done,
        output                  for_done,
        output  reg             for_op_done,
        output  reg     [13:0]  res_addr_for,
        output  reg     [7:0]   res_do_for,
        input           [7:0]   res_di
        );
        reg [13:0]      cur;    
        reg [2:0]       cnt_for;   
        reg [7:0]       pixel_tmp[4:0];
        reg [7:0]      min_tmp0, min_tmp1, for_out;
        assign pass = (cur[6:0] == 7'b0) || (cur[6:0] == 7'h7F) || (cur>= 14'h3F80) || (for_load_en && (cnt_for == 3'd0) && (res_di == 8'd0));
        assign for_load_done = (cnt_for == 4'd4);
        assign for_done = (cnt_for == 3'd5);
        always@(posedge clk)begin
                if(!reset)
                        cur <= 14'd128;   
                else if(pass ||(for_load_en && for_done))
                        cur <= cur + 1;
        end
        always@(posedge clk)begin
                if(!reset)
                        cnt_for <= 3'd0;
                else if(pass || (cnt_for == 3'd6))   
                        cnt_for <= 3'd0;
                else if((!pass) && for_load_en && (!for_op_done))
                        cnt_for <= cnt_for + 1;
        end
        always@(posedge clk)begin
                if(!reset)
                        for_op_done <= 1'b0;
                else if(for_load_en && (cur == 14'h3FFF))
                        for_op_done <= 1'b1;   
        end
        always@*begin
                case(cnt_for)
                        3'd0: res_addr_for = cur;
                        3'd1: res_addr_for = cur - 14'd129;
                        3'd2: res_addr_for = cur - 14'd128;
                        3'd3: res_addr_for = cur - 14'd127;
                        3'd4: res_addr_for = cur - 14'd1;
                        3'd5: res_addr_for = cur;   
                        default: res_addr_for = 14'd0;
                endcase
        end
        always@(posedge clk)begin
                if(!reset)begin
                        pixel_tmp[0] <= 8'hFF;
                        pixel_tmp[1] <= 8'hFF;
                        pixel_tmp[2] <= 8'hFF;
                        pixel_tmp[3] <= 8'hFF;
                        pixel_tmp[4] <= 8'hFF;
                end
                else if(  for_load_en && (!for_op_done))begin
                        pixel_tmp[cnt_for] <= res_di;
                end
        end
        always@*begin
                if(cnt_for == 3'd5)begin
                        min_tmp0 = (pixel_tmp[1] <= pixel_tmp[2])? pixel_tmp[1] : pixel_tmp[2];
                        min_tmp1 = (pixel_tmp[3] <= pixel_tmp[4])? pixel_tmp[3] : pixel_tmp[4];
                        for_out = (min_tmp0 <= min_tmp1)? min_tmp0+1 : min_tmp1+1;
                end
                else begin
                        min_tmp0 = 7'd0;
                        min_tmp1 = 7'd0;
                        for_out = 7'd0;
                end
        end
        always@*begin
                if(cnt_for >= 3'd5)
                        res_do_for = for_out;
                else
                        res_do_for = 7'd0;
        end
endmodule
module backward(
        input                   clk,
        input                   reset,
        input                   back_load_en,
        input                   back_en,
        output                  back_load_done,
        output                  back_done,
        output                  done,
        output  reg     [13:0]  res_addr_back,
        output  reg     [7:0]   res_do_back,
        input           [7:0]   res_di
        );
        reg [13:0]      cur;    
        reg [2:0]       cnt_back;   
        reg [7:0]       pixel_tmp[4:0];
        reg             back_op_done;
        reg [7:0]      min_tmp0, min_tmp1, min_tmp2, back_out;
        assign pass = (cur[6:0] == 7'b0) || (cur[6:0] == 7'h7F);
        assign back_load_done = (cnt_back == 4'd4);
        assign back_done = (cnt_back == 3'd5);
        assign done = back_op_done;
        always@(posedge clk)begin
                if(!reset)
                        cur <= 14'h3F7E;   
                else if(pass || (back_load_en && back_done))
                        cur <= cur - 1;
        end
        always@(posedge clk)begin
                if(!reset)
                        cnt_back <= 3'd0;
                else if(pass || (cnt_back == 3'd6))
                        cnt_back <= 3'd0;
                else if((!pass) && back_load_en && (!back_op_done))
                        cnt_back <= cnt_back + 1;
        end
        always@(posedge clk)begin
                if(!reset)
                        back_op_done <= 1'b0;
                else if(cur == 14'h0001)
                        back_op_done <= 1'b1;
        end
        always@*begin
                case(cnt_back)
                        3'd0: res_addr_back = cur;
                        3'd1: res_addr_back = cur + 1;
                        3'd2: res_addr_back = cur + 127;
                        3'd3: res_addr_back = cur + 128;
                        3'd4: res_addr_back = cur + 129;
                        3'd5: res_addr_back = cur;   
                        default: res_addr_back = 14'd0;
                endcase
        end
        always@(posedge clk)begin
                if(!reset)begin
                        pixel_tmp[0] <= 8'hFF;
                        pixel_tmp[1] <= 8'hFF;
                        pixel_tmp[2] <= 8'hFF;
                        pixel_tmp[3] <= 8'hFF;
                        pixel_tmp[4] <= 8'hFF;
                end
                else if(back_load_en && (!back_op_done))
                        pixel_tmp[cnt_back] <= res_di;
        end
        always@*begin
                if(cnt_back == 3'd5)begin
                        min_tmp0 = (pixel_tmp[0] <= (pixel_tmp[1]+1))? pixel_tmp[0] : (pixel_tmp[1] + 1);
                        min_tmp1 = ((pixel_tmp[2]+1) <= (pixel_tmp[3]+1))? (pixel_tmp[2]+1) : (pixel_tmp[3]+1);
                        min_tmp2 = ((pixel_tmp[4]+1) <= min_tmp1)? (pixel_tmp[4]+1) : min_tmp1;
                        back_out = (min_tmp0 <= min_tmp2)? min_tmp0 : min_tmp2;
                end
                else begin
                        min_tmp0 = 7'd0;
                        min_tmp1 = 7'd0;
                        min_tmp2 = 7'd0;
                        back_out = 7'd0;
                end
        end
        always@*begin
                if(cnt_back >= 3'd5)
                        res_do_back = back_out;
                else
                        res_do_back = 7'd0;
        end
endmodule
module DT(
        input                   clk,
        input                   reset,
        output                  done,
        output                  sti_rd,
        output  [9:0]           sti_addr,
        input   [15:0]          sti_di,
        output                  res_wr,
        output                  res_rd,
        output  reg [13:0]      res_addr,
        output  reg [7:0]       res_do,
        input   [7:0]           res_di
        );
        wire [7:0] res_do_init, res_do_for, res_do_back;
        wire [13:0] res_addr_init, res_addr_for, res_addr_back;
        wire init_en, init_en_2, load_en, for_load_en, for_en, back_load_en, back_en;
        wire init_done, for_load_done, back_load_done, for_done, for_op_done, back_done;
        always@*begin
                case({init_en_2, for_en, back_en})
                        3'b100: res_do = res_do_init;
                        3'b010: res_do = res_do_for;
                        3'b001: res_do = res_do_back;
                        default:res_do = 8'd0;
                endcase
        end
        always@*begin
                case({init_en_2, for_load_en, back_load_en})
                        3'b100: res_addr = res_addr_init;
                        3'b010: res_addr = res_addr_for;
                        3'b001: res_addr = res_addr_back;
                        default:res_addr = 14'b0;
                endcase
        end
        init u_init(.clk(clk),
                    .reset(reset),
                    .init_en(init_en),
                    .for_en(for_en),
                    .init_done(init_done),
                    .init_en_2(init_en_2),
                    .sti_addr(sti_addr),
                    .sti_di(sti_di),
                    .res_addr_init(res_addr_init),
                    .res_do_init(res_do_init)
                    );
        forward u_for(.clk(clk),
                      .reset(reset),
                      .for_load_en(for_load_en),
                      .for_en(for_en),
                      .for_load_done(for_load_done),
                      .for_done(for_done),
                      .for_op_done(for_op_done),
                      .res_addr_for(res_addr_for),
                      .res_do_for(res_do_for),
                      .res_di(res_di)
                      );
        backward u_back(.clk(clk),
                        .reset(reset),
                        .back_load_en(back_load_en),
                        .back_en(back_en),
                        .back_load_done(back_load_done),
                        .back_done(back_done),
                        .done(done),
                        .res_addr_back(res_addr_back),
                        .res_do_back(res_do_back),
                        .res_di(res_di)
                        );
        ctrl u_ctrl(.clk(clk),
                    .reset(reset),
                    .init_en_2(init_en_2),
                    .init_done(init_done),
                    .for_load_done(for_load_done),
                    .for_done(for_done),
                    .for_op_done(for_op_done),
                    .back_load_done(back_load_done),
                    .back_done(back_done),
                    .init_en(init_en),
                    .for_en(for_en),
                    .for_load_en(for_load_en),
                    .back_en(back_en),
                    .back_load_en(back_load_en),
                    .sti_rd(sti_rd),
                    .res_wr(res_wr),
                    .res_rd(res_rd)
                    );
endmodule
--- /design/flow/constraint.sdc ---
current_design DT

set clk_period 10.0
set clk_io_pct 0.2

create_clock -name clk0 -period $clk_period [get_ports {clk}]

set non_clock_inputs [all_inputs -no_clocks]
set_input_delay [expr $clk_period * $clk_io_pct] -clock clk0 $non_clock_inputs
set_output_delay [expr $clk_period * $clk_io_pct] -clock clk0 [all_outputs]
==> results.cfg <==
; synthesis and place-and-route metrics
[worst_hold_path]
hold_class = reg2reg

[global_routing]
grt_pass1_vias = 7721
gr-usage-all-layers_pct = 23.65
antenna_found_initial = 0
grt_max_degree = 33
gr-total-overflow = 0
grt_pass1_wl_um = 39480

[clock_network]
clk_latency_ps = 420
cts.hold.buffers_added = 0
post-cts-setup-buffers = 0
ctsLongestPathBuffers = 2
cts_made_buffers = 17
cts_max_level = 4
cts_tree = built
cts.sinks = 143
cts_root_buffer = clkbuf_16
clkTransAtPathRegs_ps = 60
post_cts_resized = 0

[drt]
drt-wirelength-per-cell_um = 15.83
drtIter0Drc = 524
via_count = 8556
viasPerCell = 5.534
num_antenna_cells = 0
dr.pass1.iters = 5
drc_errors = 0
detail-route-antenna-nets = 0
wirelength_um = 24480

[logic_synthesis]
synth_xor_xnor_area_share_pct = 7.230
synth_adder_area_share_pct = 12.02
synth_flops = 143
yosysWarnings = 7
syn_area_um2 = 10750
syn_area_per_cell_um2 = 8.881
synthFlopType = edfxtp_1
synthDistinctLibCells = 87
synth-async-reset-ratio_pct = 0
muxShareOfSynthArea_pct = 4.587
compound_area_share_pct = 15.28
ys_sh_simple_pct = 22.98
synth_stat.cells = 1210
yosysChipArea_um2 = 10750
logic_family = simple AND/OR/NAND/NOR gates
edf_count = 73
seq_area_frac_synth_pct = 33.44
synthCells = 1210

[power_and_ir_drop]
p_leak_nw = 4.845
clkPwrFrac_pct = 41.1
power_mw = 1.448
pwr-share-seq_pct = 44.2
p_sw_mw = 0.4056
netSwitchingFraction_pct = 28.01
power_frac_comb_pct = 14.8
p_int_mw = 1.042
power_density_nw_per_um2 = 119.2
peakVddDrop_mv = 0.1028

[timing]
hold_violations = 0
tightest_slew_ps = 781.2
maxSlewHeadroom_pct = 47.92
slew_violations = 0
rsz0062_at_grt = false
setup_violations = 0
tns_ps = 0
fin_worst_skew_ps = 11.50
setup_ws_ps = 1299
fin_crit_ps = 8701
clock.fmax_ghz = 0.1149
period_used_pct = 87.01

[die]
io_pins = 62
initial_utilization_pct = 51.12
dieWidth_um = 148.6
rows = 53
core_area_um2 = 21020
dieArea_um2 = 22080
fp.dieH_um = 148.6

[flow_run]
tool_warnings = 39
drv_cap = 0

[critical_path]
crit_arrival_ps = 6700
required_ps = 8000
crit_slowest_cell = edfxtp_1
worstSetupPathType = reg2out
crit_fanout = 10
worst_setup_path_start_kind = flip-flop
max_stage_delay_ps = 470
endpoint_kind = output port

[run_status]
outcome = finished clean

[cells_and_area]
finalCoreUtilization_pct = 57.79
layout-drive-gt1-share_pct = 9.913
nFillCells = 1875
syn2layout_area_growth_pct = 13.04
final_cells = 1546

[place]
dp_hpwl_um = 18470
port_buffers = 61
place_congestion = 0.9575
pre_cts_ws_ps = 1792
dp_cells = 1515
==> path summary, 6_finish.rpt <==
check,start,to,slack (ps),depth (start not counted)
max,u_back.pixel_tmp[2][0],res_do[0],1300,28
min,u_ctrl.cstate[0],u_ctrl.cstate[3],430,2
max reg2reg,u_for.cnt_for[0],u_for.cur[11],7360,11
min reg2reg,u_ctrl.cstate[0],u_ctrl.cstate[3],430,2
==> cells in the final DEF, fill, tap and decap left out, types with 45 or more instances in the layout <==
| cell | n |
|---|---|
| nand2_1 | 120 |
| ha_1 | 100 |
| nor2_1 | 87 |
| inv_1 | 79 |
| edfxtp_1 | 73 |
| dfxtp_1 | 70 |
| clkdlybuf4s50_1 | 61 |
| a21oi_1 | 55 |
| nand3_1 | 50 |
| or2_2 | 49 |
| o21ai_0 | 45 |
==> cells in the mapped netlist (5+ instances only) <==
library cell  count  area, um2
o21a_1           10      75.07
xnor2_1          42      367.9
a22oi_1          15      112.6
nand4_1          16      100.1
and2_1           16      100.1
nand3_1          50      250.2
nand2_1         120      450.4
a211o_1           5      43.79
a31oi_1           7      43.79
xor2_1           43      376.6
a21oi_1          55      275.3
clkbuf_1         28      105.1
nor2_1           87      326.6
or3_1            19      118.9
nor2b_1          16      100.1
inv_1            79      296.5
a21o_1           12      90.09
dfxtp_1          70       1401
o221ai_1         12      105.1
and3_1           17      106.4
nand2b_1         26      162.7
o21ai_0          45      225.2
o211ai_1          6      45.04
buf_2             7      35.03
mux2i_1          32      320.3
nor3_1           24      120.1
o22ai_1           6      37.54
o21bai_1          6      45.04
a211oi_1         17      127.6
nor4_1            8      50.05
edfxtp_1         73       2192
ha_1            100       1251
or2_2            49      306.5
==> routing by layer <==
metal / wire, um / up-vias / global-route usage, %
met2: 10900 / 205 / 35.75
met5: 0 / - / 0
met1: 11980 / 3878 / 37.35
met4: 300 / 0 / 2.680
met3: 1289 / 25 / 5.008
li1: - / 4448 / -
==> state kept, by name, summed over array words and instances, names as in the netlist <==
name                 count
u_back.back_op_done      1
u_back.cnt_back          3
u_back.cur              14
u_back.pixel_tmp        40
u_ctrl.cstate            5
u_for.cnt_for            3
u_for.cur               14
u_for.for_op_done        1
u_for.pixel_tmp         32
u_init.cnt_ini           4
u_init.cnt_res          14
u_init.cnt_sti          10
u_init.init_en_2         1
u_init.sti_tmp15         1
==> area by class of cell <==
cell class	instances	area, um2	share of cell area, %
clock buffer	17	425.4	3.502
clock inverter	14	122.6	1.009
inverter	81	304.0	2.503
multi-input combinational	945	6673	54.93
sequential	143	3593	29.58
tap	275	344.1	2.832
timing repair buffer	71	685.7	5.644
==> metrics by stage <==
stage,hold WS [ps],area [um2]
6_report,433.9,12150
5_1_grt,469.2,12150
2_1_floorplan,363.1,10750
4_1_cts,435.9,12150
3_3_place_gp,420.5,11600
3_5_place_dp,427.4,11600
==> worst max-delay path: cells and delay by family, from the launching register on <==
kind	cells	cell delay [ps]
xor+xnor	1	230
simple gates	6	1270
fa+ha+maj	3	910
compound gates	14	2480
flops	1	470
buf+inv	3	600
mux	1	320
==> kinds of logic (layout without fill, tap and decap cells) <==
| group | after synthesis | after routing |
|---|---|---|
| buffers and inverters | 122 | 183 |
| and+or+nand+nor | 475 | 475 |
| xor gates and xnor gates | 87 | 87 |
| AOI/OAI and AO/OA | 239 | 239 |
| muxes | 42 | 42 |
| adders and majority gates | 102 | 102 |
| DFF | 143 | 143 |
==> power groups by stage <==
stage | clock network (mW) | registers, mW | logic (mW)
after CTS | 0.607 | 0.640 | 0.216
after global routing | 0.632 | 0.641 | 0.244
final | 0.594 | 0.639 | 0.214
Power is estimated from default activity; no workload was simulated.
